--- flow/config.mk ---
export PLATFORM = sky130hd
export DESIGN_NAME = MUX4T1_32
export DESIGN_NICKNAME = MUX4T1_32
export VERILOG_FILES = /design/flow/design.v
export SDC_FILE = /design/flow/constraint.sdc
export NUM_CORES = 4
export LEC_CHECK = 1
export CORE_AREA = 10 10 96 96
export DIE_AREA = 0 0 106 106
--- flow/constraint.sdc ---
current_design MUX4T1_32

set clk_period 3.1
set clk_io_pct 0.2

create_clock -name clk0 -period $clk_period

set non_clock_inputs [all_inputs -no_clocks]
set_input_delay [expr $clk_period * $clk_io_pct] -clock clk0 $non_clock_inputs
set_output_delay [expr $clk_period * $clk_io_pct] -clock clk0 [all_outputs]
--- flow/design.v ---
`timescale 1ns / 1ps
module MUX4T1_32(
input wire[1:0] s,
input wire[31:0] I0,
input wire[31:0] I1,
input wire[31:0] I2,
input wire[31:0] I3,
output reg [31:0] o
    );
    always @(*) begin
        if (s == 2'b00)
            o =I0 ;
        else if (s == 2'b01)
            o = I1 ;
        else if (s == 2'b10)
            o = I2 ;
        else
            o = I3 ;
    end
endmodule
--- flow/run.sh ---
#!/bin/bash
# OpenROAD 26Q1-2900-gdf79404cd8, Yosys 0.63+post, stock flow scripts
make -C /OpenROAD-flow-scripts/flow DESIGN_CONFIG=/design/flow/config.mk WORK_HOME=/design/flow/orfs finish
==> flow_summary.json <==
{
  "status": "completed",
  "p_comb_frac": 1.000,
  "rsz0062_at_grt": "no",
  "placed_area_um2": 2510,
  "initialDrtViolationCount": 21,
  "initCoreUtil": 0.113,
  "setup-violations-final": 0,
  "wl_per_cell_um": 22.3,
  "path_class": "in -> out",
  "regArea_um2": 0,
  "synth_area_um2": 815,
  "design_area_um2": 2510,
  "io_pins": 162,
  "drc": 0,
  "worstMarginPinSlew_ps": 251,
  "post_cts_buffers": 0,
  "crit_chain": "clkdlybuf4s50_1 -> buf_12 -> mux4_2 -> clkdlybuf4s50_1",
  "crit_top_cell": "clkdlybuf4s50_1",
  "min_period_ps": 2770,
  "peakVddDrop_v": 0.0000542,
  "grt_pass1_vias": 1537,
  "dieHeight_um": 106,
  "seqPwrFrac": 0,
  "ys_seq_share": 0,
  "die_area_um2": 11200,
  "hold_end": "o[4]",
  "intPower_mw": 0.278,
  "final_antenna_net_count": 0,
  "cp_slowest_cell": "clkdlybuf4s50_1",
  "drive_gt1_frac": 0.168,
  "core_area_um2": 7210,
  "fin_ws_ps": 326,
  "area_growth_pct": 209,
  "relSlewSlack": 0.833,
  "drv_cap": 0,
  "routed_wl_um": 6630,
  "grt_max_degree": 33,
  "die-width_um": 106,
  "warnings": 32,
  "grt_pass1_wl_um": 9560,
  "vias": 1219,
  "critPathMaxStageDelay_ps": 520,
  "hold_start": "s[0]",
  "crit_fanout": 32,
  "arrival_ps": 2150,
  "hold_depth": 4,
  "post_cts_resized": 0,
  "nFlopsAndLatches": 0,
  "ys_chip_area_um2": 815,
  "grt_usage": 0.113,
  "slew_violations": 0,
  "final_hold_viol_count": 0,
  "dr.pass1.iters": 4,
  "p_sw_mw": 0.0703,
  "gp_congestion": 0.826,
  "pwr-share-clk": 0,
  "syn_area_per_cell_um2": 20.9,
  "fin_crit_sh": 0.895,
  "swShare": 0.202,
  "crit_path_start_kind": "primary input",
  "gr-total-overflow": 0,
  "p_leak_nw": 0.865,
  "ys_cells": 39,
  "num-clock-buffers": 0,
  "yosys_warnings": 1,
  "dp_slack_ps": 339,
  "min_path_type": "in -> out",
  "antenna_found_initial": 3,
  "postCtsHoldBufs": 0,
  "hpwl_um": 6180,
  "syn_inst": 39,
  "num_rows": 31,
  "yosysUniqueCellTypes": 5,
  "port-buffer-count": 162,
  "viasPerCell": 4.10,
  "timing.fmax_ghz": 0.361,
  "cp-end-kind": "output port",
  "powerDensity_nw_per_um2": 139,
  "fin_tns_setup_ps": 0,
  "cp.required_ps": 2480
}
[worst max-delay path: cells and delay by family]
family | cells | cell delay (ps)
buffers and inverters | 3 | 1180
muxes | 1 | 340
[cell usage after synthesis (all sizes together)]
| cell | instances | area share |
|---|---|---|
| mux4 | 32 | 0.89 |
| buf | 7 | 0.11 |
[through the flow]
| step | hold slack, ps | util | power, mW | cells |
|---|---|---|---|---|
| final | 2310 | 0.348 | 0.349 | 297 |
| after global routing | 2390 | 0.348 | 0.374 | 295 |
| after CTS | 2340 | 0.348 | 0.354 | 295 |
| after detailed placement | 2340 | 0.348 | 0.353 | 295 |
| after global placement | 2340 | 0.348 | 0.354 | 295 |
| after floorplan | 1330 | - | 0.0912 | 39 |
[how the worst max path moves through the flow]
stage	from	to	slack [ps]	depth (start not counted)
final	s[1]	o[3]	330	4
after global routing	s[1]	o[30]	260	4
after CTS	s[1]	o[3]	320	4
[power groups by stage]
stage | clock [mW] | sequential [mW] | combinational [mW]
after global routing | 0 | 0 | 0.374
after CTS | 0 | 0 | 0.354
final | 0.0000000864 | 0 | 0.349
[routing by layer]
metal	vias up	track usage	wire length, um
li1	527	-	-
met1	558	0.131	2570
met2	126	0.173	2800
met3	6	0.0789	1140
met4	2	0.0164	107
met5	-	0	13
[area by class of cell]
type / count / area (um^2)
antenna: 2 / 5.00
tap: 99 / 124
timing repair buffer: 164 / 1660
fill: 723 / 4700
multi-input combinational: 32 / 728
[placed cells by master (no fill, tap or decap)]
master and n:
buf_2 1, mux4_2 30, mux4_1 2, diode_2 2
buf_12 2, clkdlybuf4s50_1 161
[cell families after synthesis]
family	Yosys count	share of synthesized area
buffers and inverters	7	0.106
muxes	32	0.894
No activity file was given, so power comes from the tool's default toggle rates.
