[design/flow/config.mk]
export PLATFORM = sky130hd
export DESIGN_NAME = MUX16T1_32
export DESIGN_NICKNAME = MUX16T1_32
export VERILOG_FILES = /design/flow/design.v
export SDC_FILE = /design/flow/constraint.sdc
export NUM_CORES = 4
export LEC_CHECK = 1
export CORE_AREA = 10 10 216 216
export DIE_AREA = 0 0 226 226
[design/flow/constraint.sdc]
current_design MUX16T1_32

set clk_period 8.3
set clk_io_pct 0.2

create_clock -name clk0 -period $clk_period

set non_clock_inputs [all_inputs -no_clocks]
set_input_delay [expr $clk_period * $clk_io_pct] -clock clk0 $non_clock_inputs
set_output_delay [expr $clk_period * $clk_io_pct] -clock clk0 [all_outputs]
[design/flow/design.v]
`timescale 1ns / 1ps
module MUX16T1_32(
input wire[3:0] s,
input wire[31:0] I0,
input wire[31:0] I1,
input wire[31:0] I2,
input wire[31:0] I3,
input wire[31:0] I4,
input wire[31:0] I5,
input wire[31:0] I6,
input wire[31:0] I7,
input wire[31:0] I8,
input wire[31:0] I9,
input wire[31:0] I10,
input wire[31:0] I11,
input wire[31:0] I12,
input wire[31:0] I13,
input wire[31:0] I14,
input wire[31:0] I15,
output reg [31:0] o
    );
    always @(*) begin
        case(s)
        4'b0000: o = I0;
        4'b0001: o = I1;
        4'b0010: o = I2;
        4'b0011: o = I3;
        4'b0100: o = I4;
        4'b0101: o = I5;
        4'b0110: o = I6;
        4'b0111: o = I7;
        4'b1000: o = I8;
        4'b1001: o = I9;
        4'b1010: o = I10;
        4'b1011: o = I11;
        4'b1100: o = I12;
        4'b1101: o = I13;
        4'b1110: o = I14;
        4'b1111: o = I15;
        endcase
    end
endmodule
[design/flow/run.sh]
#!/bin/bash
# OpenROAD 26Q1-2900-gdf79404cd8, Yosys 0.63+post, stock flow scripts
make -C /OpenROAD-flow-scripts/flow DESIGN_CONFIG=/design/flow/config.mk WORK_HOME=/design/flow/orfs finish
==> out/qor.yml <==
setup_ws_ns: 1.934
logic_area_mm2: 0.003750
fin_crit_sh_pct: 76.70
critPathTopFamily: "buffers and inverters"
die-height_um: 226
grt_max_degree: 57
rsz0062_at_grt: "no"
initialDrtViolationCount: 572
worstSetupStartpoint: "s[0]"
cp_max_fo: 27
cts_setup_buffers: 0
vdd_drop_max_mv: 0.01688
dp_slack_ns: 1.861
design_area_mm2: 0.01005
synth.avg_cell_area_um2: 6.747
setup_tns_ns: 0
synthDistinctLibCells: 46
max_slew_margin_pct: 32.86
use_met1_pct: 20.37
grt_first_pass_wirelength_um: 63690
crit_chain: "buf_4, buf_4, nand2_1, nor2_4, a22o_1, a2111oi_2, a21oi_1, clkdlybuf4s50_1"
post_dp_cell_area_mm2: 0.01005
final.clkbuf_count: 0
yosys_area_mm2: 0.004095
area_growth_pct: 145.4
gr-total-overflow: 0
power_per_cell_area_mw_per_mm2: 55.23
initCoreUtil_pct: 9.763
nFlopsAndLatches: 0
drc_errors: 0
hold_viol: 0
rows: 75
cp_num_cells: 8
grtUsageMet2_pct: 31.68
critical_path.slowest_cell: "nor2_4"
antenna_found_initial: 1
required_ns: 6.64
antennaDiodeCount: 0
seq_area_um2: 0
setup_viol: 0
crit_path_frequent_cell: "buf_4"
worstMarginPinSlew_ns: 1.005
fmax_mhz: 157.1
coreArea_mm2: 0.04195
period_minus_slack_ns: 6.366
firstDrtPassIters: 5
dieArea_mm2: 0.05108
p_leak_uw: 0.003360
fin_cells: 1630
synth.cell_area_mm2: 0.004095
gr-usage-all-layers_pct: 17.50
postCtsHoldBufs: 0
holdPathStages: 4
postSynthCellCount: 607
routed_wl_um: 47090
grt_pass1_vias: 8489
fill_cells: 4607
outcome: "complete, no violations"
warnings: 32
drive_gt1_share_pct: 5.683
cp_num_buf_inv: 3
hold_start: "s[0]"
wl_per_cell_um: 28.89
ant_nets: 0
critPathLaunchType: "input port"
crit_type: "input port to primary output"
port_buffers: 548
dp_hpwl_um: 38590
ys_seq_share_pct: 0
use_met3_pct: 4.309
final_max_slew_viol_count: 0
gr-max-usage-layer: "met2"
max-cap-violations: 0
gp_congestion: 0.9618
vias: 7882
avgViaCountPerCell: 4.836
critical_path_arrival_ns: 4.71
yosys_warnings: 1
place_inst: 1630
post_cts_resized: 0
io_pins: 548
cp_slowest_stage_delay_ns: 0.85
ys_cells: 607
finish.utilization_pct: 23.96
end_kind: "primary output"
chipWidth_um: 226
hp-class: "input port to primary output"
final cells by class:
cell class         count  share of cell area, %
well taps            539                  6.711
repair buffers       567                  55.86
multi-input cells    521                  37.32
inverters              3                 0.1121
path summary, 6_finish.rpt:
| kind | endpoint | slack, ns |
|---|---|---|
| setup / recovery | o[12] | 1.93 |
| hold / removal | o[31] | 4.26 |
worst min-delay path: cells and delay by family:
family,cells,cell delay [ns]
buf+inv,2,0.72
compound gates,2,0.21
routing by layer:
layer / vias to the layer above / wire, µm
met1: 3812 / 18090
met5: - / 11
li1: 3528 / -
met4: 2 / 1077
met2: 487 / 23940
met3: 53 / 3974
report_power, final:
group          internal [µW]  switching, µW
combinational            336            219
sequential                 0              0
clock                      0              0
total                    336            219
Yosys cell counts, drive strengths merged (2+ instances only):
| library cell | instances | area [µm²] |
|---|---|---|
| and3 | 2 | 12.51 |
| nand2 | 16 | 62.56 |
| inv | 3 | 11.26 |
| o32a | 3 | 30.03 |
| a211o | 23 | 201.4 |
| nand2b | 5 | 31.28 |
| a22oi | 84 | 630.6 |
| o21ai | 38 | 190.2 |
| a31oi | 28 | 175.2 |
| and2 | 5 | 36.29 |
| buf | 42 | 249.0 |
| nor2b | 8 | 50.05 |
| nor2 | 40 | 152.6 |
| clkbuf | 41 | 155.1 |
| a2111oi | 23 | 326.6 |
| a211oi | 4 | 30.03 |
| o22ai | 32 | 200.2 |
| a221oi | 28 | 245.2 |
| mux2i | 24 | 240.2 |
| o32ai | 3 | 26.28 |
| nor3 | 4 | 20.02 |
| a32o | 2 | 20.02 |
| o221ai | 2 | 17.52 |
| a22o | 56 | 490.5 |
| nand3 | 50 | 250.2 |
| a21oi | 30 | 150.1 |
cells by family after synthesis:
group / after synthesis / synth area share (%)
buffers and inverters: 86 / 10.14
multiplexers: 24 / 5.866
AND-OR/OR-AND: 363 / 68.32
AND/OR/NAND/NOR: 134 / 15.67
layout by cell type, fill, tap and decap left out, types with 23 or more instances in the layout:
master,count
nor2_1,35
a211o_1,23
a22o_1,56
a22oi_1,84
a31oi_1,28
mux2i_1,24
o21ai_0,38
a21oi_1,30
o22ai_1,32
nand3_1,50
a221oi_1,28
clkdlybuf4s50_1,544
stage by stage:
step / total power [µW] / hold WS [ns]
2_1_floorplan: 165.4 / 3.390
3_3_place_gp: 559.7 / 4.263
3_5_place_dp: 558.9 / 4.262
4_1_cts: 561.3 / 4.263
5_1_grt: 589.1 / 4.283
6_report: 554.9 / 4.258
Power is estimated from default activity; no workload was simulated.
