<file path="/design/flow/design.v">
`timescale 1ns / 1ps
module sltu(
input wire[31:0] A,
input wire[31:0] B,
output reg[31:0] res
    );
    reg[31:0] a;
    reg[31:0] b;
    always@(*)
    begin
        a = A;
        b = B;
       if(a >= b)
            res = 32'b0000_0000_0000_0000_0000_0000_0000_0000;
        else
            res = 32'b0000_0000_0000_0000_0000_0000_0000_0001;
    end
endmodule
</file>
<file path="/design/flow/run.sh">
#!/bin/bash
# OpenROAD 26Q1-2900-gdf79404cd8, Yosys 0.63+post, stock flow scripts
make -C /OpenROAD-flow-scripts/flow DESIGN_CONFIG=/design/flow/config.mk WORK_HOME=/design/flow/orfs finish
</file>
<file path="/design/flow/config.mk">
export PLATFORM = sky130hd
export DESIGN_NAME = sltu
export DESIGN_NICKNAME = sltu
export VERILOG_FILES = /design/flow/design.v
export SDC_FILE = /design/flow/constraint.sdc
export NUM_CORES = 4
export LEC_CHECK = 1
export CORE_AREA = 10 10 80 80
export DIE_AREA = 0 0 90 90
</file>
<file path="/design/flow/constraint.sdc">
current_design sltu

set clk_period 2.7
set clk_io_pct 0.2

create_clock -name clk0 -period $clk_period

set non_clock_inputs [all_inputs -no_clocks]
set_input_delay [expr $clk_period * $clk_io_pct] -clock clk0 $non_clock_inputs
set_output_delay [expr $clk_period * $clk_io_pct] -clock clk0 [all_outputs]
</file>
==> Slide: Implementation Results <==
Physical Implementation Snapshot

Worst setup path
  • Worst-path cell chain: clkdlybuf4s15_1 -> ha_4 -> and4_1 -> a221o_1 -> a2111o_1 -> a21oi_2 -> buf_2
  • Worst path top cell family by delay: AND-OR/OR-AND gates
  • Worst Setup End Kind: primary output
  • WP data required: 2.16 ns
  • Worst stage delay on the critical path: 0.42 ns
  • Worst-path fanout max: 3
  • WP data arrival: 2.10 ns
  • Crit-path slowest cell: a2111o_1
  • CP startpoint kind: input port
  • Buf/Inv on CP: 2
  • WS Path Type: in2out

Drt
  • Antenna Nets Post-Route: 0
  • Via density: 3.77
  • Routed len/inst: 11.8 um
  • ANT cells: 0
  • DR vias: 1033
  • Drt initial violations: 26
  • Remaining DRCs: 0
  • Final WL: 3240 um
  • Drt first pass iters: 5

Run status
  • Status: completed

GRT
  • Largest net degree at the start of global routing: 4
  • Vias in the first global route: 1071
  • All-Layer GR Usage: 7.11%
  • Total global routing overflow: 0
  • First-pass GRT wire length: 4960 um
  • Initial antenna violation count: 0

STA
  • Min cycle time layout: 2.64 ns
  • # setup viols final: 0
  • Fin crit share: 97.7%
  • Fmax achieved: 0.379 GHz
  • Max Slew Vio Count: 0
  • Endpoints failing hold: 0
  • Setup ws final: 0.0615 ns

Die
  • Init Core Util: 22.0%
  • Chip Area: 0.00810 mm^2
  • IO Pins: 96
  • Row cnt: 25
  • Die Y-Extent: 90 um
  • Core box area: 0.00472 mm^2
  • Horiz. Die Dim: 90 um

Logic synthesis
  • Post-synth cell types: 24
  • Simple-Gate Fraction of Synth Area: 10.8%
  • Comb area leader: adder cells
  • Adder-Cell Fraction of Synth Area: 38.6%
  • Mapped Avg Cell Area: 7.42 um^2
  • Mapped cell area: 0.00104 mm^2
  • Synthesis Warnings: 1
  • Mapped Cells: 140
  • # Cells Yosys: 140
  • Multiplexer share: 0%
  • Xor/xnor share: 0%
  • Synth Seq Share: 0%
  • Yosys aoi share: 16.3%
  • Yosys Chip Area: 0.00104 mm^2

Hold path
  • HP Class: in2out
  • Hold Path Cell Cnt: 7
  • Min-delay src: B[15]
  • Worst Hold End: res[0]

Power and ir drop
  • Static leakage: 1.01 nW
  • Worst VDD drop: 0.0000434 V
  • Pwr Density: 127 mW/mm^2

Cells and area
  • Area delta synth->final: 89.4%
  • Most numerous logic cell after layout: conb_1
  • Final Instance Count excl. Fillers: 274
  • Clk_buf instances: 0
  • Most frequent cells in the layout: conb_1 (31), clkdlybuf4s50_1 (22), ha_4 (20)
  • Layout cell share with drive strength beyond 1: 31.9%
  • Fill cell total of the finished layout: 464
  • Seq. cell area: 0 um^2
  • Flops: 0

Place
  • IO Port Bufs: 65
  • Post-Place Setup Slack: -0.760 ns
  • Placed Cells incl. Taps: 274
  • Hpwl dp: 2860 um
  • Final GP Congestion: 0.771

Job
  • Max cap viols: 0
  • Tool warnings: 32

Clock tree
  • Post-CTS Setup Repair Bufs: 0
-- per-layer routing --
layer  wire (um)  share of wire (%)  global-route usage [%]  vias up
met2        1500                 46                    12.3       46
li1            -                  -                       -      544
met3         132                4.1                   0.754        0
met5           0                  0                       0        -
met1        1600                 49                    9.84      443
met4           0                  0                       0        0
-- what timing repair did --
action / CTS / global route
pin swaps: 30 / 25
setup endpoints to repair: 1 / 1
hold buffers: 0 / 0
resized: 66 / 57
-- per-stage QoR --
stage | hold slack, ns | TNS, ns | utilization [%] | power (W) | instance area [um^2]
2_1_floorplan | 1.33 | 0 | - | 0.000115 | 1150
3_5_place_dp | 2.21 | -0.760 | 35.5 | 0.000207 | 1680
5_1_grt | 1.76 | -0.00705 | 41.6 | 0.000283 | 1970
6_report | 1.70 | 0 | 41.6 | 0.000250 | 1970
4_1_cts | 1.81 | 0 | 39.2 | 0.000232 | 1850
3_3_place_gp | 2.22 | -0.717 | 35.5 | 0.000208 | 1680
-- cells in the mapped netlist (2+ instances only) --
cell type / n / share of area [%]
ha_1: 32 / 39
inv_1: 32 / 12
buf_4: 31 / 22
a21oi_1: 8 / 3.9
nand2_1: 5 / 1.8
nand4_1: 4 / 2.4
a21o_1: 3 / 2.2
a21oi_2: 3 / 2.5
nand3_1: 3 / 1.4
and4_1: 2 / 1.7
nand2b_1: 2 / 1.2
nor2_1: 2 / 0.72
o21a_1: 2 / 1.4
-- power breakdown --
group          internal [W]  switching (W)  total [W]
Combinational      0.000153      0.0000972   0.000250
Clock                     0              0          0
Sequential                0              0          0
-- worst max-delay path by stage --
stage          from  endpoint  slack, ns  cells after the start
finish        A[22]    res[0]       0.06                      7
global route  B[24]    res[0]     -0.007                      8
CTS           B[30]    res[0]     0.0003                      8
-- cell type report --
type               instances  area, um^2  area share (%)
well taps                 67        83.8            4.26
inverters                 32         120            6.11
repair buffers            68         636            32.3
multi-input cells        107        1130            57.3
-- cells by family (layout without fill, tap and decap cells) --
logic type               count (synthesis)  after routing
AND-OR/OR-AND                           24             24
other                                    1             31
AND/OR/NAND/NOR                         20             20
adder cells (fa/ha/maj)                 32             32
buffers and inverters                   63            100
No activity file was given, so power comes from the tool's default toggle rates.
